**flow/run.sh**
```bash
#!/bin/bash
# OpenROAD 26Q1-2900-gdf79404cd8, Yosys 0.63+post, stock flow scripts
make -C /OpenROAD-flow-scripts/flow DESIGN_CONFIG=/design/flow/config.mk WORK_HOME=/design/flow/orfs finish
```
**flow/config.mk**
```make
export PLATFORM = sky130hd
export DESIGN_NAME = alu
export DESIGN_NICKNAME = alu
export VERILOG_FILES = /design/flow/design.v
export SDC_FILE = /design/flow/constraint.sdc
export NUM_CORES = 4
export LEC_CHECK = 1
export CORE_AREA = 10 10 90 90
export DIE_AREA = 0 0 100 100
```
**flow/constraint.sdc**
```tcl
current_design alu

set clk_period 1.3
set clk_io_pct 0.2

create_clock -name clk0 -period $clk_period [get_ports {clk}]

set non_clock_inputs [all_inputs -no_clocks]
set_input_delay [expr $clk_period * $clk_io_pct] -clock clk0 $non_clock_inputs
set_output_delay [expr $clk_period * $clk_io_pct] -clock clk0 [all_outputs]
```
**flow/design.v**
```verilog
module alu (
    input wire clk,
    input wire rst,
    input wire [7:0] A, B,
    input wire alu_opcode,
    output reg [31:0] result,
    output reg cf,  
    output reg zf,  
    output reg nf,  
    output reg of   
);
    reg [31:0] extended_A, extended_B;
    reg [32:0] temp;
    always @(posedge clk or posedge rst) begin
        if (rst) begin
            result <= 32'b0;
            cf <= 0;
            zf <= 0;
            nf <= 0;
            of <= 0;
        end else begin
            extended_A = {{24{A[7]}}, A};
            extended_B = {{24{B[7]}}, B};
            case (alu_opcode)
                1'h1: begin  
                    temp = {1'b0, extended_A} + {1'b0, extended_B};
                    result <= temp[31:0];
                    cf <= temp[32];
                    of <= (extended_A[31] == extended_B[31]) && (result[31] != extended_A[31]);
                end
                1'h2: begin  
                    temp = {1'b0, extended_A} - {1'b0, extended_B};
                    result <= temp[31:0];
                    cf <= temp[32];
                    of <= (extended_A[31] != extended_B[31]) && (result[31] != extended_A[31]);
                end
                1'h3: begin  
                    result <= extended_A & extended_B;
                    cf <= 0;
                    of <= 0;
                end
                1'h4: begin  
                    result <= extended_A | extended_B;
                    cf <= 0;
                    of <= 0;
                end
                1'h5: begin  
                    result <= extended_A ^ extended_B;
                    cf <= 0;
                    of <= 0;
                end
                1'h6: begin  
                    result <= extended_A << extended_B[4:0];
                    cf <= 0;
                    of <= 0;
                end
                1'h7: begin  
                    result <= extended_A >> extended_B[4:0];
                    cf <= 0;
                    of <= 0;
                end
                1'h8: begin  
                    result <= $signed(extended_A) >>> extended_B[4:0];
                    cf <= 0;
                    of <= 0;
                end
                1'h9: begin  
                    result <= ($signed(extended_A) < $signed(extended_B)) ? 32'd1 : 32'd0;
                    cf <= 0;
                    of <= 0;
                end
                1'ha: begin  
                    result <= (extended_A < extended_B) ? 32'd1 : 32'd0;
                    cf <= 0;
                    of <= 0;
                end
                default: begin
                    result <= 32'b0;
                    cf <= 0;
                    of <= 0;
                end
            endcase
            zf <= (result == 32'b0);
            nf <= result[31];
        end
    end
endmodule
```
==> results.yml <==
# yosys + openroad results
synth:
  ys_cells: 245
  logic_family: "adder cells"
  mux_area_share_pct: 2.95
  adder_share_pct: 33.9
  avgSynthCellArea_um2: 11.1
  synth-simple-area-share_pct: 8.25
  ys_ff: 34
  ys_chip_area_um2: 2720
  yosysSeqAreaShare_pct: 31.3
  syn_inst: 245
  synth.distinct_cells: 39
  compound_area_share_pct: 15.1
  netlist_area_um2: 2720
  yosysWarnings: 10
  xor_area_share_pct: 2.26
final_timing:
  fmaxAchievable_mhz: 438
  final-hold-violation-count: 0
  tightestPinTransition_ns: 0.398
  clock_skew_ns: 0.00852
  setup_slack_ns: -0.982
  period_used_pct: 176
  setup_violations: 27
  fin_crit_ns: 2.28
  slew_violations: 0
  relSlewSlack_pct: 73.2
  rsz0062_at_grt: "yes"
finish:
  lay_top_cells: "buf_4, dlygate4sd2_1, dfrtp_1, buf_6"
  drive_gt1_share_pct: 51.2
  area_delta_synth_final_pct: 69.1
  layout_top_cell: "buf_4"
  final_util_pct: 73.2
  fill_cells: 415
drt:
  via_count: 2228
  drc_errors: 0
  drt_first_pass_iters: 4
  wire_per_inst_um: 16.3
  routed_wl_um: 7330
  vias_per_cell: 4.95
  drtAntennaViolNets: 0
  drt-initial-drc-count: 110
  n_antenna_cell: 0
clock_network:
  cts-root-buf: "clkbuf_8"
  path_clk_slew_ns: 0.07
  tritoncts_num_sinks: 34
  htreeDepth: 2
  clkLatencyLatePin_ns: 0.29
  cts.path.max_buffers: 2
  cts_hold_buffers: 0
  cts_tree: "done"
  numCtsBuffers: 5
worst_setup_path:
  required_ns: 1.47
  worstPathArrival_ns: 2.45
  startpoint_type: "input port"
  regToRegStartpoint: "result[4]$_DFF_PP0_"
  crit_start: "A[0]"
  critical_path_class: "in2reg"
  path_max_fanout: 2
  cp-end-kind: "flop"
power:
  swShare_pct: 33.0
  power.total_w: 0.00401
  power.leakage_nw: 2.03
  p_comb_share_pct: 46.0
  seqPwrFrac_pct: 33.2
  p_int_w: 0.00269
  peakVddDrop_mv: 0.696
  p_per_area_nw_per_um2: 873
  pwr-share-clk_pct: 20.8
  power.switching_w: 0.00132
floorplan:
  die-width_um: 100
  placementRows: 29
  chipArea_um2: 10000
  core_um2: 6280
  fp_util_pct: 43.3
  ios: 55
  die_y_um: 100
job:
  tool_warnings: 64
  max-cap-violations: 0
global_routing:
  grt_overflow: 0
  grt_max_degree: 35
  grt_pass1_vias: 2325
  grt_pass1_wl_um: 12000
  grt_usage_pct: 15.1
  grt_antenna_before_repair: 0
placed_design:
  gp_congestion: 0.833
  hpwl_um: 5290
  io_buffers: 54
status:
  status: "finished with violations"
  violations: "setup timing"
hold_path:
  hp-class: "in2reg"
  worstHoldStart: "B[0]"
[Yosys cell counts]
library cell | n | area, um2
a2111oi_4 | 1 | 27.5
a211oi_1 | 1 | 7.51
a21boi_0 | 1 | 7.51
a21boi_1 | 1 | 7.51
a21o_1 | 7 | 52.6
a21oi_1 | 17 | 85.1
a22oi_1 | 1 | 7.51
a31oi_1 | 1 | 6.26
a32oi_1 | 6 | 52.6
a41o_1 | 1 | 10.0
buf_2 | 4 | 20.0
buf_4 | 3 | 22.5
buf_6 | 1 | 11.3
clkbuf_1 | 7 | 26.3
dfrtp_1 | 34 | 851
fa_1 | 36 | 721
ha_1 | 16 | 200
inv_1 | 24 | 90.1
mux2i_1 | 8 | 80.1
nand2_1 | 13 | 48.8
nand2b_1 | 1 | 6.26
nand2b_4 | 1 | 13.8
nand3_1 | 3 | 15.0
nand3b_1 | 1 | 7.51
nand4_1 | 2 | 12.5
nor2_1 | 13 | 48.8
nor2b_1 | 2 | 12.5
nor3_1 | 1 | 5.00
nor3_2 | 1 | 10.0
nor4_1 | 7 | 43.8
o21a_1 | 1 | 7.51
o21ai_0 | 14 | 70.1
o21ai_2 | 1 | 8.76
o21bai_1 | 4 | 30.0
o21bai_2 | 1 | 11.3
o311a_1 | 1 | 10.0
o31ai_1 | 1 | 7.51
xnor2_1 | 4 | 35.0
xor2_1 | 3 | 26.3
[flip-flops by register name, indices dropped and copies added, names as in the netlist]
| name | cells |
|---|---|
| result | 30 |
| nf | 1 |
| of | 1 |
| zf | 1 |
| cf | 1 |
[repair_timing]
| action | 4_1_cts | 5_1_grt |
|---|---|---|
| gates resized | 156 | 48 |
| setup buffers | 28 | 4 |
| endpoints found under the hold margin | 0 | 0 |
| pin swaps | 47 | 33 |
| endpoints found under the setup margin | 67 | 29 |
[worst paths after layout]
kind                            slack, ns                    to  depth (start not counted)
worst max-delay path                -0.98  result[24]$_DFF_PP0_                         11
worst min-delay path                 0.23   result[0]$_DFF_PP0_                          3
worst max register to register       0.09          zf$_DFF_PP0_                          5
worst min register to register       0.51          zf$_DFF_PP0_                          3
max in group asynchronous            0.80  result[31]$_DFF_PP0_                          3
min in group asynchronous            0.32          of$_DFF_PP0_                          3
[per-layer routing]
| layer | track usage (%) | up-vias | share of wire (%) |
|---|---|---|---|
| met3 | 5.20 | 6 | 9.0 |
| met1 | 24.0 | 1087 | 48 |
| met5 | 0 | - | 0.57 |
| met4 | 1.20 | 2 | 0.64 |
| met2 | 21.0 | 74 | 42 |
| li1 | - | 1059 | - |
[stage by stage]
step | setup TNS [ns] | hold WS (ns) | instance area, um2 | instances | setup slack [ns]
floorplan | -19.40 | 0.395 | 2980 | 245 | -1.21
global placement | -39.71 | 0.485 | 3930 | 414 | -1.78
detailed placement | -40.01 | 0.497 | 3930 | 414 | -1.80
CTS | -15.95 | 0.228 | 4420 | 448 | -1.04
global route | -17.04 | 0.224 | 4590 | 450 | -1.07
finish | -14.84 | 0.234 | 4590 | 450 | -0.982
[cell families (layout without fill, tap and decap cells)]
| logic type | count (synthesis) | count (layout) |
|---|---|---|
| AND/OR/NAND/NOR | 45 | 45 |
| AND-OR/OR-AND | 60 | 60 |
| multiplexers | 8 | 8 |
| buffers and inverters | 39 | 167 |
| XOR/XNOR | 7 | 7 |
| flip-flops | 34 | 34 |
| adder cells (fa/ha/maj) | 52 | 52 |
[power by group through the flow]
stage / logic [W] / registers, W / clock network, W
CTS: 0.00176 / 0.00133 / 0.000850
finish: 0.00184 / 0.00133 / 0.000834
global route: 0.00204 / 0.00136 / 0.000907
[critical path, cell delays in order]
cell and delay, ns:
buf_8 0.08, inv_4 0.03, ha_4 0.15, fa_2 0.40, o21bai_4 0.13, a41o_1 0.18
a21o_1 0.16, a21oi_2 0.07, fa_2 0.39, fa_2 0.52, mux2i_1 0.06
[area by class of cell]
| type | count | area (um2) | area share [%] |
|---|---|---|---|
| clock buffer | 6 | 82.6 | 1.80 |
| tap | 77 | 96.3 | 2.10 |
| inverter | 24 | 114 | 2.48 |
| multi-input combinational | 172 | 2200 | 47.9 |
| sequential | 34 | 852 | 18.6 |
| timing repair buffer | 135 | 1230 | 26.9 |
| clock inverter | 2 | 12.5 | 0.272 |
Power and IR drop assume default switching activity.
