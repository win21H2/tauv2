`flow/run.sh`:
```
#!/bin/bash
# OpenROAD 26Q1-2900-gdf79404cd8, Yosys 0.63+post, stock flow scripts
make -C /OpenROAD-flow-scripts/flow DESIGN_CONFIG=/design/flow/config.mk WORK_HOME=/design/flow/orfs finish
```
`flow/config.mk`:
```
export PLATFORM = sky130hd
export DESIGN_NAME = cu
export DESIGN_NICKNAME = cu
export VERILOG_FILES = /design/flow/design.v
export SDC_FILE = /design/flow/constraint.sdc
export NUM_CORES = 4
export LEC_CHECK = 1
export CORE_AREA = 10 10 70 70
export DIE_AREA = 0 0 80 80
```
`flow/constraint.sdc`:
```
current_design cu

set clk_period 1.4
set clk_io_pct 0.2

create_clock -name clk0 -period $clk_period [get_ports {clk}]

set non_clock_inputs [all_inputs -no_clocks]
set_input_delay [expr $clk_period * $clk_io_pct] -clock clk0 $non_clock_inputs
set_output_delay [expr $clk_period * $clk_io_pct] -clock clk0 [all_outputs]
```
`flow/design.v`:
```
module cu (
    input wire clk,
    input wire rst,
    input wire [31:0] instruction,
    output reg program_running,
    output reg [1:0] current_state
);
    parameter FETCH = 2'b00;
    parameter DECODE = 2'b01;
    parameter EXECUTE = 2'b10;
	parameter MEMORY = 2'b11;
    parameter HALT_INSTRUCTION = 32'h00000000;
    always @(posedge clk or posedge rst) begin
        if (rst) begin
            program_running <= 1;
            current_state <= FETCH;
        end else begin
            case (current_state)
                FETCH: begin
                    if (instruction == HALT_INSTRUCTION) begin
                        program_running <= 0;
                        current_state <= 2'bxx;
                    end
                    else begin
                        current_state <= DECODE;
                    end
                end
                DECODE: begin
                    current_state <= EXECUTE;
                end
                EXECUTE: begin
                    current_state <= MEMORY;
                end
                MEMORY: begin
                    current_state <= FETCH;
                end
                default: begin
                    program_running <= 0;
					current_state <= FETCH;
                end
            endcase
        end
    end
endmodule
```
==> out/qor.txt <==
Status: complete, no violations
Chip Height: 80 µm
Core ar.: 3420 µm²
Clk pin slew, worst setup/hold paths: 40 ps
Crit-path cells: clkdlybuf4s50_1
Syn_area_per_cell: 9.78 µm²
Layout fillers: 377
Vias in the first global route: 406
I/O Pins: 37
Setup CP Type: register to output pin
DRT iter0 DRCs: 4
Worst r2r dst: program_running$_DFFE_PP1P_
CTS Hold Buffers Added: 0
Max stage delay on crit path: 480 ps
Static Leak: 0.000256 µW
Post-layout util: 0.201
Crit path from: current_state[1]$_DFF_PP0_
Num CTS Buffers: 3
CTS tree: done
Hold Vio Cnt, Final: 0
Clock Skew: 1.25 ps
Tot GR Track Use: 0.0350
Critical path's top delay family: buffers and inverters
Unrepaired setup endpoints after global routing: yes
Startpoint types: register
Crit path DRT: 1120 ps
Ys cells: 22
Cycle use final: 0.971
Max-cap violations: 0
Fmax: 735 MHz
H-tree depth: 1
Clk sinks: 3
Total number of vias: 321
CP bufs+invs: 1
Synthesized area: 215 µm²
Yosys chip area: 215 µm²
Final WS setup: 40.3 ps
Largest net degree at the start of global routing: 4
Setup slack at placement: -195 ps
Setup_tns: 0 ps
Detailed Place HPWL: 1.13 mm
Critical path arrival: 1080 ps
Synth warn: 1
Peak supply drop: 0.000113 V
Post-synth seq share: 0.355
Drt pass-1 iters: 2
Worst hold slack: 221 ps
CP max stage cell: clkdlybuf4s50_1
Clock Path Buffers: 2
Chip width: 80 µm
R2R Setup Slk: 80 ps
Total grt overflow: 0
Min Clock Period, post-route: 1360 ps
Tool Warnings: 28
Vias per Instance: 2.92
Power Total: 345 µW
Critical path peak fanout: 3
DR DRC count: 0
Antenna violations before repair: 0
Clock latency (worst-skew pair): 230 ps
Worst Tran Pin Value: 251 ps
Area Growth Syn to Fin: 220%
FF-to-FF Start: current_state[1]$_DFF_PP0_
Synth cell types: 11
Syn Inst Count: 22
Slew HR: 0.831
Share of cells above drive strength 1: 0.156
Rows: 21
Hold/Removal Path Class: input port to asynchronous set/reset pin
Final WL: 1.17 mm
Slew Limit Fails: 0
Number of buffers added on ports: 36
Routed Antenna Nets: 0
Clock root cell: clkbuf_4
First-pass GRT wire length: 1.83 mm
Final setup fails: 0
Seq cells post-synth: 3
Post-detailed-route wirelength per cell: 10.7 µm
Worst reg2reg path depth: 5
Number of inserted diodes: 0
Starting Density: 0.0630
CP Capture Type: output pin
DIE AREA: 6400 µm²
Pwr dens: 502 nW/µm²
GPL Wtd Cong: 0.703
area by class of cell:
type                    instances  area [µm²]  area share
multi-input cells              16         143       0.207
flip-flops and latches          3        76.3       0.111
clock buffers                   4        26.3      0.0382
well taps                      46        57.6      0.0836
repair buffers                 38         374       0.544
inverters                       3        11.3      0.0164
synthesized netlist by cell type, drive strengths merged:
master	number	area, µm²
nor4b	1	15.0
inv	3	11.3
ha	3	37.5
nor4	6	37.5
dfstp	1	26.3
o31a	1	8.76
or2	1	6.26
nand4	2	12.5
nor2	1	3.75
or3	1	6.26
dfrtp	2	50.1
layout by cell type (no fill, tap or decap):
cell	instances
or2_2	1
inv_1	2
nor2_1	1
buf_4	2
clkbuf_4	3
nor4_1	5
dlygate4sd2_1	1
nor4b_4	1
clkbuf_1	1
clkdlybuf4s50_1	35
ha_1	3
inv_2	1
or3_1	1
o31a_1	1
nand4_1	2
nor4_2	1
dfrtp_1	2
dfstp_2	1
cells by family (layout without fill, tap and decap cells):
group | Yosys count | after routing | synth area share
adder cells (fa/ha/maj) | 3 | 3 | 0.174
AND-OR/OR-AND | 1 | 1 | 0.0407
AND/OR/NAND/NOR | 12 | 12 | 0.378
flip-flops | 3 | 3 | 0.355
buffers and inverters | 3 | 45 | 0.0523
stage by stage:
| stage | cell area [µm²] | std cells |
|---|---|---|
| finish | 688 | 110 |
| global route | 688 | 110 |
| CTS | 673 | 110 |
| detailed placement | 648 | 106 |
| global placement | 648 | 106 |
| floorplan | 215 | 22 |
metal layers:
metal	part of all wire	up-vias	track usage	wire length, µm
li1	-	170	-	-
met1	0.34	138	0.0347	404
met2	0.58	11	0.0682	677
met3	0.051	2	0.00795	60
met4	0.026	0	0.0123	31
met5	0	-	0	0
worst max path at each step:
stage	to	slack (ps)	depth (start not counted)
after CTS	program_running$_DFFE_PP1P_	10	5
after global routing	program_running$_DFFE_PP1P_	-20	5
final	current_state[1]	40	1
flip-flops by register name (all words and copies together) (netlist names):
| signal | cells |
|---|---|
| program_running | 1 |
| current_state | 2 |
repair_timing:
item                                   CTS  global route
buffers inserted                         0             0
endpoints found under the hold margin    0             0
gates resized                            1             3
setup endpoints to repair                1             1
power by group:
part	internal, µW	switching, µW	total, µW	leakage (µW)
Clock	107	44.4	151	0.0000150
Sequential	87.3	0	87.3	0.0000389
Combinational	86.9	19.9	107	0.000202
No activity file was given, so power comes from the tool's default toggle rates.
