==> ./run.sh <==
#!/bin/bash
# OpenROAD 26Q1-2900-gdf79404cd8, Yosys 0.63+post, stock flow scripts
make -C /OpenROAD-flow-scripts/flow DESIGN_CONFIG=/design/flow/config.mk WORK_HOME=/design/flow/orfs finish
==> ./config.mk <==
export PLATFORM = sky130hd
export DESIGN_NAME = pc
export DESIGN_NICKNAME = pc
export VERILOG_FILES = /design/flow/design.v
export SDC_FILE = /design/flow/constraint.sdc
export NUM_CORES = 4
export LEC_CHECK = 1
export CORE_UTILIZATION = 30
==> ./constraint.sdc <==
current_design pc

set clk_period 3.7
set clk_io_pct 0.2

create_clock -name clk0 -period $clk_period [get_ports {clk}]

set non_clock_inputs [all_inputs -no_clocks]
set_input_delay [expr $clk_period * $clk_io_pct] -clock clk0 $non_clock_inputs
set_output_delay [expr $clk_period * $clk_io_pct] -clock clk0 [all_outputs]
==> ./design.v <==
module pc (
	input wire clk,
	input wire rst,
	input wire [1:0] pc_handle,
	output reg [23:0] pc_out
);
	always @(posedge clk or posedge rst) begin
		if (rst) begin
			pc_out <= 24'b0;
		end
		else begin
			case(pc_handle)
				2'b00: pc_out <= pc_out;  
				2'b01: pc_out <= pc_out + 1;  
			endcase
		end
	end
endmodule
==> impl_metrics.toml <==
# yosys + openroad results
[floorplanning]
die_y_um = 63.61
rows = 22
io_pins = 28
die_area_mm2 = 0.004046
die_w_um = 63.61
fp_util_pct = 31.10
core_region_area_mm2 = 0.003661

[final_timing]
max_freq_ghz = 0.4603
setup_viol = 0
hold_viol = 0
finalSetupTns_ns = 0
min_period_over_period_pct = 58.72
rsz0062_at_grt = "false"
postLayoutSetupSlackWorst_ns = 1.527
worstMarginPinSlew_ns = 0.6315
slew_violations = 0
relSlewSlack_pct = 57.67
min_period_ns = 2.173
clock_skew_ns = 0.009274

[finish]
finalInstanceArea_mm2 = 0.001525
largest_reg_flops = 24
largest-register = "pc_out"
areaGrowthSynthToFinish_pct = 33.96
reg_top3 = "pc_out: 24 flops"
layout-drive-gt1-share_pct = 11.63

[detailed_routing]
wl_per_cell_um = 11.79
drt_iter0_drc = 22
num_vias = 797
antenna_cells = 0
detail-route-antenna-nets = 0
drc = 0
viasPerCell = 4.503
wl_um = 2086
dr.pass1.iters = 3

[synth]
synth_flops = 24
synth_cell_types = 20
xor_share_pct = 17.69
compound_area_share_pct = 0
netlist_area_mm2 = 0.001139
syn_inst = 99
ys_chip_area_mm2 = 0.001139
ys_cells = 99
adder_share_pct = 1.099
syn_avg_cell_area_um2 = 11.50
topCombFamilyByArea = "simple AND/OR/NAND/NOR gates"
synth.area.mux_share_pct = 0
simple_gate_share_pct = 25.82
yosys_warnings = 1
ys_seq_share_pct = 52.75

[power_and_ir_drop]
intPower_mw = 0.5288
p_comb_share_pct = 17.1
swShare_pct = 23.68
power.leakage_nw = 0.6369
power_frac_clock_pct = 32.8
pwr-share-seq_pct = 50.0
ir_drop_v = 0.0002599
power_switching_mw = 0.1641
cellPowerDensity_mw_per_mm2 = 454.3

[clock_tree]
cts.sink_count = 24
cts_setup_buffers = 0
clkLatencyLatePin_ns = 0.27
cts_buffers = 3
tritoncts = "done"
cts.repair.resized = 0
cts.hold.buffers_added = 0
clkSlewWorstSetupHoldPaths_ns = 0.09
htree_levels = 1
clock-root-buffer = "clkbuf_8"
clockBufferDepth = 2

[status]
status = "finished, final reports clean"

[placed_design]
portBuffers = 27
hpwl_um = 1515
dpl_cell_area_mm2 = 0.001454
dp_slack_ns = 1.245
place_congestion = 0.7952

[grt]
grt_pass1_vias = 789
grt-ovfl-total = 0
grt_pass1_wl_um = 3670
grt_max_degree = 25
grt_usage_pct = 11.73
antenna_found_initial = 0

[critical_path]
endpoint_kind = "flip-flop"
worstSetupPathType = "in2reg"
cp_data_required_time_ns = 3.90
cp_max_fo = 7
cp.arrival_ns = 2.37
cp-start-kind = "input port"

[min_path]
hp-class = "reg2reg"

[job]
log.warning_count = 25
maxCapViolations = 0
==> layout by cell type, fill, tap and decap left out, drive strengths merged <==
cell type	count
and2	3
and2b	1
and3	1
and4	1
buf	1
bufinv	1
clkbuf	3
clkdlybuf4s50	27
dfrtp	24
ha	1
inv	2
nand2	9
nand2b	1
nand3	11
nand4	7
nor2	3
nor3	8
or2	1
or4	1
xnor2	14
xor2	9
==> power groups by stage <==
stage / clock (mW) / combinational, mW / sequential [mW]
after CTS: 0.232 / 0.121 / 0.349
after global routing: 0.243 / 0.131 / 0.355
final: 0.228 / 0.119 / 0.347
==> layer usage <==
layer / up-vias / wire (um) / global-route usage, %
li1: 396 / - / -
met1: 378 / 1009 / 16.64
met2: 21 / 927 / 19.02
met3: 2 / 136 / 3.493
met4: 0 / 13 / 0.5682
met5: - / 0 / 0
==> stage by stage <==
stage	instances	hold slack (ns)	total power [mW]	util [%]
6_report	177	0.4740	0.6929	41.66
5_1_grt	177	0.5141	0.7296	41.66
4_1_cts	177	0.4757	0.7018	41.66
3_5_place_dp	173	0.4631	0.4712	39.71
3_3_place_gp	173	0.4722	0.4705	39.71
2_1_floorplan	99	0.4204	0.3847	-
==> final timing paths <==
| check | slack [ns] | startpoint | to | cells after the start |
|---|---|---|---|---|
| worst min-delay path | 0.47 | pc_out[23] | pc_out[23] | 1 |
| worst max register to register | 1.91 | pc_out[0] | pc_out[22] | 5 |
| worst max-delay path | 1.53 | pc_handle[0] | pc_out[23] | 5 |
| max in group asynchronous | 2.65 | rst | pc_out[6] | 3 |
| worst min register to register | 0.47 | pc_out[23] | pc_out[23] | 1 |
| min in group asynchronous | 0.80 | rst | pc_out[3] | 3 |
==> worst max-delay path, stage by stage <==
cell and delay, ns:
clkdlybuf4s50_1 0.52, nand2b_4 0.10, or4_4 0.62, nor3_2 0.23, xor2_1 0.15
==> synthesized netlist by cell type <==
library cell / number / share of area (%)
and2_1: 3 / 1.6
and2b_2: 1 / 0.77
and3_1: 1 / 0.55
and4_1: 1 / 0.77
buf_6: 2 / 2.0
dfrtp_1: 24 / 53
ha_1: 1 / 1.1
inv_1: 2 / 0.66
nand2_1: 9 / 3.0
nand2b_4: 1 / 1.2
nand3_1: 11 / 4.8
nand4_1: 7 / 3.8
nor2_1: 3 / 0.99
nor3_1: 2 / 0.88
nor3_2: 5 / 4.4
nor3_4: 1 / 1.4
or2_2: 1 / 0.55
or4_4: 1 / 0.99
xnor2_1: 14 / 11
xor2_1: 9 / 6.9
==> cells by family (layout without fill, tap and decap cells) <==
logic type | count (synthesis) | in the layout
adders and majority gates | 1 | 1
DFF | 24 | 24
xor gates and xnor gates | 23 | 23
buffers and inverters | 4 | 34
and+or+nand+nor | 47 | 47
==> layout make-up <==
class / instances / area (um2)
flip-flops and latches: 24 / 600.6
fillers: 343 / 2136
inverters: 2 / 7.507
clock inverters: 1 / 30.03
repair buffers: 28 / 277.8
well taps: 48 / 60.06
clock buffers: 3 / 41.29
multi-input cells: 71 / 508.0
No activity file was given, so power comes from the tool's default toggle rates.
